File: /design/flow/config.mk
export PLATFORM = sky130hd
export DESIGN_NAME = Traffic_Light_Control_System
export DESIGN_NICKNAME = Traffic_Light_Control_System
export VERILOG_FILES = /design/flow/design.v
export SDC_FILE = /design/flow/constraint.sdc
export NUM_CORES = 4
export LEC_CHECK = 1
export CORE_AREA = 10 10 70 70
export DIE_AREA = 0 0 80 80
File: /design/flow/constraint.sdc
current_design Traffic_Light_Control_System

set clk_period 1.4
set clk_io_pct 0.2

create_clock -name clk0 -period $clk_period [get_ports {Clk}]

set non_clock_inputs [all_inputs -no_clocks]
set_input_delay [expr $clk_period * $clk_io_pct] -clock clk0 $non_clock_inputs
set_output_delay [expr $clk_period * $clk_io_pct] -clock clk0 [all_outputs]
File: /design/flow/design.v
module Traffic_Light_Control_System(
    input Clk,
    input Reset,
    output reg [2:0] North,
    output reg [2:0] South,
    output reg [2:0] East,
    output reg [2:0] West
    );
parameter [2:0] n_go=3'b000, n_gr=3'b001, s_go=3'b010, s_gr=3'b011, e_go=3'b100, e_gr=3'b101, w_go=3'b110, w_gr=3'b111;
reg [2:0] state=n_go;
reg [3:0] count=4'b0000;
always @ (posedge Clk or posedge Reset) begin
    if (Reset==1) begin
        state=n_go;
        count=4'b0000;
    end
    else begin
        case (state) 
            n_go: begin
                if (count==4'b1111) begin
                    count=4'b0000;
                    state=n_gr;
                end
                else count=count+4'b0001;
            end
            n_gr: begin
                if (count==4'b0011) begin
                    count=4'b0000;
                    state=w_go;
                end
                else count=count+4'b0001;
            end
            w_go: begin
                if (count==4'b1111) begin
                    count=4'b0000;
                    state=w_gr;
                end
                else count=count+4'b0001;
            end
            w_gr: begin
                if (count==4'b0011) begin
                    count=4'b0000;
                    state=s_go;
                end
                else count=count+4'b0001;
            end
            s_go: begin
                if (count==4'b1111) begin
                    count=4'b0000;
                    state=s_gr;
                end
                else count=count+4'b0001;
            end
            s_gr: begin
                if (count==4'b0011) begin
                    count=4'b0000;
                    state=e_go;
                end
                else count=count+4'b0001;
            end
            e_go: begin
                if (count==4'b1111) begin
                    count=4'b0000;
                    state=e_gr;
                end
                else count=count+4'b0001;
            end
            e_gr: begin
                if (count==4'b0011) begin
                    count=4'b0000;
                    state=n_go;
                end
                else count=count+4'b0001;
            end
        endcase
    end
end  
always @ (state) begin
    case (state)
        n_go: begin
            North=3'b100;
            South=3'b001;
            East=3'b001;
            West=3'b001;
        end
        n_gr: begin
            North=3'b010;
            South=3'b001;
            East=3'b001;
            West=3'b001;
        end
        s_go: begin
            North=3'b001;
            South=3'b100;
            East=3'b001;
            West=3'b001;
        end
        s_gr: begin
            North=3'b001;
            South=3'b010;
            East=3'b001;
            West=3'b001;
        end
        e_go: begin
            North=3'b001;
            South=3'b001;
            East=3'b100;
            West=3'b001;
        end
        e_gr: begin
            North=3'b001;
            South=3'b001;
            East=3'b010;
            West=3'b001;
        end
        w_go: begin
            North=3'b001;
            South=3'b001;
            East=3'b001;
            West=3'b100;
        end
        w_gr: begin
            North=3'b001;
            South=3'b001;
            East=3'b001;
            West=3'b010;
        end
    endcase
end    
endmodule
File: /design/flow/run.sh
#!/bin/bash
# OpenROAD 26Q1-2900-gdf79404cd8, Yosys 0.63+post, stock flow scripts
make -C /OpenROAD-flow-scripts/flow DESIGN_CONFIG=/design/flow/config.mk WORK_HOME=/design/flow/orfs finish
==> out/metrics.csv <==
stage,metric,value,unit
outcome,run_status,"finished, violations left",
outcome,violations_in_the_final_reports,negative setup slack,
critical_path,crit_arrival,1660,ps
critical_path,worst-path-max-fanout,5,
place,numPortBuffers,13,
global_routing,number_of_global_route_vias_before_repair,618,
cells_and_area,area_growth,104,%
final_timing,tightestPinTransition,285,ps
global_routing,globalRoute.totalOverflow,0,
min_path,min-delay-path-class,input pin to async pin,
cts,clockBufferDepth,2,
critical_path,ff2ff_path_depth,5,
detailed_routing,dr_total_vias,563,
cells_and_area,final_design_area_no_fill,1080,um^2
critical_path,crit-reg2reg-launch,state[1]$_DFFE_PP0P_,
place,finalWeightedCongestion,0.747,
cts,cts_tree,yes,
critical_path,timing.reg2reg.setup_slack,-130,ps
logic_synthesis,post-synth-top-area-fraction,33.0,%
final_timing,max_freq,655,MHz
critical_path,critical_path_required,1530,ps
cells_and_area,final-instance-count-excl-fill,144,
detailed_routing,first_iter_violations,12,
place,placed_cell_area,792,um^2
die,pre_placement_core_utilization,15.5,%
detailed_routing,insertedDiodeCount,0,
detailed_routing,wl_per_cell,11.1,um
final_timing,finalMaxSlewViolations,0,
final_timing,finClkSkew,2.86,ps
logic_synthesis,ys_cells,55,
logic_synthesis,postSynthRegisterBits,7,
critical_path,critPathCaptureType,flop,
cts,clk_latency,250,ps
die,coreArea,3420,um^2
global_routing,initial_antenna_violation_count,0,
logic_synthesis,postSynthSeqShare,33.0,%
cells_and_area,comb_area,435,um^2
final_timing,final_min_period_over_clock_period,109,%
cts,cts_made_buffers,3,
logic_synthesis,post-synth-top-area-cell,sky130_fd_sc_hd__dfrtp_1,
final_timing,slew_headroom,81.0,%
power,power_density_cells,360,nW/um^2
logic_synthesis,synth.top_cells.by_count,"sky130_fd_sc_hd__dfrtp_1 (7), sky130_fd_sc_hd__inv_1 (7), sky130_fd_sc_hd__ha_1 (6)",
cells_and_area,fillerInstances,342,
final_timing,finalSetupViolations,15,
final_timing,setup_total_negative_slack,-1050,ps
power,leakagePower,0.469,nW
detailed_routing,post_drt_via_cell_ratio,3.91,
critical_path,timing.rr.end,state[2]$_DFFE_PP0P_,
critical_path,cp-start-kind,flop,
detailed_routing,detail_route.first_pass.iterations,3,
logic_synthesis,yosys.cell_types.count,28,
logic_synthesis,edf_count,0,
logic_synthesis,share_of_flip_flops_with_an_asynchronous_set_or_reset_after_synthesis,100,%
logic_synthesis,synth_area_per_cell,9.65,um^2
final_timing,setup_slack,-126,ps
final_timing,hold_violations,0,
global_routing,grt_first_pass_wirelength,2700,um
job,warning_count,32,
logic_synthesis,yosys_warnings,1,
cts,htreeDepth,1,
logic_synthesis,ys_chip_area,531,um^2
logic_synthesis,yosys_most_used_dff,sky130_fd_sc_hd__dfrtp_1,
cells_and_area,fraction_of_final_layout_cells_with_drive_strength_greater_than_1,70.4,%
place,detailed_place_hpwl,954,um
place,placed_cells_incl_taps,121,
cells_and_area,final-seq-area,178,um^2
global_routing,grt_total_usage,5.07,%
cts,cts_sinks,7,
detailed_routing,final_antenna_net_count,0,
die,row_count,21,
critical_path,setup.worst_path.class,flop to flop,
logic_synthesis,syn_inst,55,
logic_synthesis,synthesis.area,531,um^2
cts,ctsRootBufferMaster,sky130_fd_sc_hd__clkbuf_4,
power,peakVddDrop,0.271,mV
power,p_total,0.390,mW
die,top_level_ports,14,
die,fp.dieH,80,um
die,horizontal_extent_of_the_die,80,um
final_timing,period_minus_slack,1530,ps
detailed_routing,drt_drc_violations_left,0,
final_timing,rsz0062_at_grt,true,
job,drv.max_cap_violation_count,0,
die,die_area,6400,um^2
detailed_routing,postRouteWirelength,1600,um
logic_synthesis,yosys-top-cells-area,"sky130_fd_sc_hd__dfrtp_1 (33%), sky130_fd_sc_hd__ha_1 (14%), sky130_fd_sc_hd__inv_1 (5.0%), sky130_fd_sc_hd__nor3_1 (3.8%), sky130_fd_sc_hd__and3_1 (3.5%)",
critical_path,setup.worst_path.start,state[1]$_DFFE_PP0P_,
global_routing,grt_start_max_net_pins,11,
cts,cts.reportedPaths.clkPinSlew,50,ps
## how the worst max path moves through the flow
stage / endpoint / depth (start not counted)
after CTS: state[2]$_DFFE_PP0P_ / 5
after global routing: state[2]$_DFFE_PP0P_ / 5
final: state[2]$_DFFE_PP0P_ / 5
## sequential cells by signal, indices dropped and copies added, names as in the netlist
signal  cells
count       4
state       3
## metrics by stage
step / utilization, % / hold WS [ps] / setup WS (ps)
6_report: 31.7 / 270 / -126
5_1_grt: 31.7 / 291 / -181
4_1_cts: 30.2 / 277 / -126
3_5_place_dp: 23.2 / 452 / -163
3_3_place_gp: 23.2 / 446 / -155
2_1_floorplan: - / 83.3 / -82.2
## layer usage
metal	vias to the layer above	part of all wire [%]	global-route usage (%)
met1	262	45	5.93
met2	16	46	8.51
met3	2	7.7	2.39
li1	283	-	-
met4	0	1.0	0.528
met5	-	0	0
## cell type report
| cell class | instances | area share, % |
|---|---|---|
| inverters | 7 | 3.12 |
| clock buffers | 4 | 2.42 |
| flip-flops and latches | 7 | 16.4 |
| repair buffers | 41 | 32.6 |
| well taps | 46 | 5.31 |
| multi-input cells | 39 | 40.2 |
## power by group
| part | internal (mW) | switching [mW] | leakage [nW] |
|---|---|---|---|
| combinational | 0.00261 | 0.00433 | 0.368 |
| sequential | 0.203 | 0 | 0.0860 |
| clock | 0.109 | 0.0721 | 0.0150 |
## cells by family after synthesis
| kind of cell | after synthesis | share of synthesized area [%] |
|---|---|---|
| compound gates | 9 | 13.9 |
| xor+xnor | 1 | 1.65 |
| fa+ha+maj | 6 | 14.2 |
| buf+inv | 9 | 7.31 |
| flops | 7 | 33.0 |
| simple gates | 23 | 30.0 |
## worst max-delay path, cell delays in order, from the launching register on
cell	delay (ps)
sky130_fd_sc_hd__dfrtp_2	460
sky130_fd_sc_hd__inv_4	90
sky130_fd_sc_hd__buf_6	110
sky130_fd_sc_hd__ha_4	200
sky130_fd_sc_hd__or3_4	340
sky130_fd_sc_hd__a22o_1	210
## cells in the final DEF, fill, tap and decap left out, types with 2 or more instances in the layout
cell and count:
sky130_fd_sc_hd__a31oi_1 2, sky130_fd_sc_hd__and3_4 2, sky130_fd_sc_hd__buf_2 10, sky130_fd_sc_hd__buf_4 12, sky130_fd_sc_hd__buf_6 18, sky130_fd_sc_hd__clkbuf_4 3, sky130_fd_sc_hd__dfrtp_1 5, sky130_fd_sc_hd__dfrtp_2 2
sky130_fd_sc_hd__ha_4 5, sky130_fd_sc_hd__inv_2 4, sky130_fd_sc_hd__nand2b_1 2, sky130_fd_sc_hd__nor2_1 4, sky130_fd_sc_hd__nor3_2 3
## repair_timing
item / CTS / global route
pin swaps: 13 / 8
hold buffers: 0 / 0
endpoints found under the hold margin: 0 / 0
gates resized: 69 / 9
buffers inserted: 18 / 1
setup endpoints to repair: 15 / 15
Power figures rest on the tool's default switching activity, not on a simulated workload.
